`design/flow/design.v`:
```
`timescale 1ns / 1ps
module object_position_controller (
    input clk_centi_second,
    input clk_object_control,
    input clk_calculation,
    input reset,
    input [2:0] movement_direction,
    input [9:0] object_pos_x,
    input [9:0] object_pos_y,
    input [4:0] object_speed,
    input [7:0] object_destroy_time,
    input [1:0] object_destroy_trigger,
    input sync_object_position,
    input  [9:0]  display_pos_x1,
    input  [9:0]  display_pos_y1,
    input  [9:0]  display_pos_x2,
    input  [9:0]  display_pos_y2,
    input [9:0]  object_w,
    input [9:0]  object_h,
    output reg update_object_position,
    output reg [9:0] object_override_w,
    output reg [9:0] object_override_h,
    output wire [9:0] object_override_pos_x,
    output wire [9:0] object_override_pos_y,
    output reg object_free
);
    reg object_free_override;
    localparam SCALE_FACTOR_BITS = 3;
    localparam SCALE_FACTOR = 8;
    reg [9+SCALE_FACTOR_BITS:0] object_override_pos_x_hired;
    reg [9+SCALE_FACTOR_BITS:0] object_override_pos_y_hired;
    reg [2:0] movement_direction_hired;
    reg [4:0] object_speed_hired;
    reg [9+SCALE_FACTOR_BITS:0] display_pos_x1_hired;
    reg [9+SCALE_FACTOR_BITS:0] display_pos_y1_hired;
    reg [9+SCALE_FACTOR_BITS:0] display_pos_x2_hired;
    reg [9+SCALE_FACTOR_BITS:0] display_pos_y2_hired;
    assign object_override_pos_x = object_override_pos_x_hired >> SCALE_FACTOR_BITS;
    assign object_override_pos_y = object_override_pos_y_hired >> SCALE_FACTOR_BITS;
    reg [7:0] object_destroy_time_count;
    reg [6:0] centi_second;
    reg [7:0] object_destroy_time_master;
    reg sync_master;
    reg update_master;
    always @(posedge clk_centi_second) begin
        if(reset) begin
            object_free_override <= 0;
            centi_second <= 0;
            object_destroy_time_count <= 255;
            update_master <= 0;
        end if(!sync_master) begin
            object_free_override <= 0;
            object_destroy_time_count <= object_destroy_time_master;
            update_master <= 1;
        end else if (object_free) begin
            object_destroy_time_count <= 255;
            centi_second <= 0;
            object_free_override <= 0;
            update_master <= 0;
        end else begin
            update_master <= 0;
            if(centi_second == 100) begin
                centi_second <= 0;
                if(object_destroy_time_count > 0)
                    object_destroy_time_count <= object_destroy_time_count - 1;
            end else begin
                centi_second <= centi_second + 1;
            end
            if(object_destroy_time_count == 0) begin
                object_free_override <= 1;
            end 
        end
    end
    reg clk_obj_sync_1, clk_obj_sync_2;
    always @(posedge clk_calculation) begin
        clk_obj_sync_1 <= clk_object_control;
        clk_obj_sync_2 <= clk_obj_sync_1;
    end
    wire obj_control_pulse = clk_obj_sync_1 & ~clk_obj_sync_2;
    always @(posedge clk_calculation) begin
        if(reset) begin
            update_object_position <= 0;
            object_override_pos_x_hired <= 0;
            object_override_pos_y_hired <= 0;
            object_free <= 1;
            display_pos_x1_hired <= 0;
            display_pos_y1_hired <= 0;
            display_pos_x2_hired <= 0;
            display_pos_y2_hired <= 0;
            object_override_w <= 0;
            object_override_h <= 0;
            movement_direction_hired <= movement_direction;
            object_speed_hired <= object_speed;
            sync_master <= 0;
        end else begin
            if (!sync_object_position) begin
                object_override_pos_x_hired <= object_pos_x << SCALE_FACTOR_BITS;
                object_override_pos_y_hired <= object_pos_y << SCALE_FACTOR_BITS;
                movement_direction_hired <= movement_direction;
                object_speed_hired <= object_speed;
                display_pos_x1_hired <=  display_pos_x1 << SCALE_FACTOR_BITS;
                display_pos_y1_hired <=  display_pos_y1 << SCALE_FACTOR_BITS;
                display_pos_x2_hired <=  display_pos_x2 << SCALE_FACTOR_BITS;
                display_pos_y2_hired <=  display_pos_y2 << SCALE_FACTOR_BITS;
                object_override_w <= object_w;
                object_override_h <= object_h;
                update_object_position <= 1;
                object_free <= 0;
                object_destroy_time_master <= object_destroy_time;
                sync_master <= 0;
            end else if (object_free) begin
                object_override_pos_x_hired <= 0;
                object_override_pos_y_hired <= 0;
                object_override_w <= 0;
                object_override_h <= 0;
                sync_master <= 1;
            end else begin
                update_object_position <= 0;
                if(update_master) begin
                    sync_master <= 1;
                end else begin
                    case (object_destroy_trigger)
                        2: begin
                            if (object_override_pos_x_hired > 640*SCALE_FACTOR ||
                                object_override_pos_x_hired + (object_override_w<<SCALE_FACTOR_BITS) < 0   ||
                                object_override_pos_y_hired > 480*SCALE_FACTOR ||
                                object_override_pos_y_hired + (object_override_h<<SCALE_FACTOR_BITS) < 0) begin
                                object_free <= 1;
                            end
                        end
                        1: begin
                            if (object_override_pos_x_hired > display_pos_x2_hired||
                                object_override_pos_x_hired + (object_override_w<<SCALE_FACTOR_BITS) < display_pos_x1_hired   ||
                                object_override_pos_y_hired > display_pos_y2_hired ||
                                object_override_pos_y_hired + (object_override_h<<SCALE_FACTOR_BITS) < display_pos_y1_hired) begin
                                object_free <= 1;
                            end
                        end
                    endcase
                    if(obj_control_pulse) begin
                        if(object_free_override)
                            object_free <= 1;
                        case (movement_direction_hired)
                            0: begin
                                object_override_pos_y_hired <= object_override_pos_y_hired - object_speed_hired;
                            end
                            1: begin
                                object_override_pos_y_hired <= object_override_pos_y_hired - object_speed_hired;
                                object_override_pos_x_hired <= object_override_pos_x_hired + object_speed_hired;       
                            end
                            2: begin
                                object_override_pos_x_hired <= object_override_pos_x_hired + object_speed_hired;       
                            end
                            3: begin
                                object_override_pos_y_hired <= object_override_pos_y_hired + object_speed_hired;
                                object_override_pos_x_hired <= object_override_pos_x_hired + object_speed_hired;       
                            end
                            4: begin
                                object_override_pos_y_hired <= object_override_pos_y_hired + object_speed_hired;   
                            end
                            5: begin
                                object_override_pos_y_hired <= object_override_pos_y_hired + object_speed_hired;
                                object_override_pos_x_hired <= object_override_pos_x_hired - object_speed_hired;       
                            end
                            6: begin
                                object_override_pos_x_hired <= object_override_pos_x_hired - object_speed_hired;       
                            end
                            7: begin
                                object_override_pos_y_hired <= object_override_pos_y_hired - object_speed_hired;
                                object_override_pos_x_hired <= object_override_pos_x_hired - object_speed_hired;       
                            end
                        endcase
                    end
                end
            end
        end
    end
endmodule
`timescale 1ns / 1ps
module object_renderer(
    input [9:0] x,
    input [9:0] y,
    input [9:0] object_pos_x,
    input [9:0] object_pos_y,
    input [9:0] object_w,
    input [9:0] object_h,
    output render
);
    assign render = (x >= (object_pos_x)) && (x < (object_pos_x) + (object_w)) 
                    && (y >= (object_pos_y)) && (y < (object_pos_y) + (object_h)) ;
endmodule
`timescale 1ns / 1ps
module multi_object_trigger_runtime #(
    parameter integer OBJECT_AMOUNT = 5
) (
    input clk_centi_second,
    input clk_object_control,
    input clk_calculation,
    input reset,
    input [9:0] x,
    input [9:0] y,
    input [2:0] object_movement_direction,
    input [9:0] object_pos_x,
    input [9:0] object_pos_y,
    input [9:0] object_w,
    input [9:0] object_h,
    input [4:0] object_speed,
    input [7:0] object_destroy_time,
    input [1:0] object_destroy_trigger,
    input [9:0] player_pos_x,
    input [9:0] player_pos_y,
    input [9:0] player_w,
    input [9:0] player_h,
    input  [9:0]  display_pos_x1,
    input  [9:0]  display_pos_y1,
    input  [9:0]  display_pos_x2,
    input  [9:0]  display_pos_y2,
    input sync_object_position,
    input is_reset_stage,
    output reg update_object_position,
    output wire object_signal,
    output reg is_trigger_player 
);
    genvar i;
    integer it;
    integer k;
    reg get_itertor_ready_state_state;
    reg [9:0] itertor_ready_state;
    reg [OBJECT_AMOUNT-1: 0] object_ready_state ;
    wire [9:0] object_override_pos_x_hired [OBJECT_AMOUNT-1: 0];
    wire [9:0] object_override_pos_y_hired [OBJECT_AMOUNT-1: 0];
    wire [9:0] object_override_w_hired [OBJECT_AMOUNT-1: 0];
    wire [9:0] object_override_h_hired [OBJECT_AMOUNT-1: 0];
    reg [OBJECT_AMOUNT-1: 0] sync_object_position_i ;
    wire [OBJECT_AMOUNT-1: 0] update_object_position_i ;
    wire [OBJECT_AMOUNT-1: 0] object_signal_i ;
    wire [OBJECT_AMOUNT-1: 0] object_free_i;
    reg second_sync; 
    always @(posedge clk_calculation) begin
        is_trigger_player <= 0;
        for (it = 0; it < OBJECT_AMOUNT; it = it + 1) begin
             if (
                    (player_pos_x <  object_override_pos_x_hired[it] + object_override_w_hired[it]) &&
                    (player_pos_x + player_w > object_override_pos_x_hired[it]) &&
                    (player_pos_y <  object_override_pos_y_hired[it] + object_override_h_hired[it]) &&
                    (player_pos_y + player_h > object_override_pos_y_hired[it])
                ) begin
                    is_trigger_player <= 1;
                end
        end
    end
    assign object_signal = |object_signal_i;    
    always @(posedge clk_calculation) begin
        if(reset||is_reset_stage) begin
            update_object_position <= 0;
            itertor_ready_state <= 0;
            get_itertor_ready_state_state <= 0;
            second_sync <= 0;
            for (it = 0; it < OBJECT_AMOUNT; it = it + 1) begin
                object_ready_state[it] <= 1'b1;         
                sync_object_position_i[it] <= 1'b1;     
            end
        end else begin
            if (!sync_object_position) begin
                if(!get_itertor_ready_state_state) begin
                    for(it = 0; it < OBJECT_AMOUNT; it = it + 1) begin
                        if(object_ready_state[it]) begin
                            itertor_ready_state <= it; 
                        end
                    end
                    get_itertor_ready_state_state <= 1;
                 end else begin
                    object_ready_state[itertor_ready_state] <= 0;  
                    sync_object_position_i[itertor_ready_state] <= 0;
                    if (update_object_position_i[itertor_ready_state]) begin
                        sync_object_position_i[itertor_ready_state] <= 1'b1;
                        update_object_position <= 1;
                        get_itertor_ready_state_state <= 0;
                    end 
                 end
            end else begin
                update_object_position <= 0;
                get_itertor_ready_state_state <= 0;
                 for (it = 0; it < OBJECT_AMOUNT; it = it + 1) begin
                   sync_object_position_i[it] <= 1'b1;     
                   if(object_free_i[it]) begin
                        object_ready_state[it] <= 1;
                   end
               end
            end
        end
    end
    generate
        for (i = 0; i < OBJECT_AMOUNT; i = i + 1) begin : OBJECTS
            object_position_controller object_collider_position_control (
                .clk_centi_second(clk_centi_second),
                .clk_object_control(clk_object_control),
                .clk_calculation(clk_calculation),
                .reset(reset||is_reset_stage),
                .movement_direction(object_movement_direction),
                .object_pos_x(object_pos_x),
                .object_pos_y(object_pos_y),
                .object_speed(object_speed),
                .object_destroy_time(object_destroy_time),
                .object_destroy_trigger(object_destroy_trigger),
                .sync_object_position(sync_object_position_i[i]),
                .display_pos_x1(display_pos_x1),
                .display_pos_y1(display_pos_y1),
                .display_pos_x2(display_pos_x2),
                .display_pos_y2(display_pos_y2),
                .object_w(object_w),
                .object_h(object_h),
                .update_object_position(update_object_position_i[i]),
                .object_override_pos_x(object_override_pos_x_hired[i]),
                .object_override_pos_y(object_override_pos_y_hired[i]),
                .object_override_w(object_override_w_hired[i]),
                .object_override_h(object_override_h_hired[i]),
                .object_free(object_free_i[i])
            );
            object_renderer object_colider_render (
                .x(x),
                .y(y),
                .object_pos_x(object_override_pos_x_hired[i]),
                .object_pos_y(object_override_pos_y_hired[i]),
                .object_w(object_override_w_hired[i]),
                .object_h(object_override_h_hired[i]),
                .render(object_signal_i[i])
            );
        end
    endgenerate
endmodule
```
`design/flow/run.sh`:
```
#!/bin/bash
# OpenROAD 26Q1-2900-gdf79404cd8, Yosys 0.63+post, stock flow scripts
make -C /OpenROAD-flow-scripts/flow DESIGN_CONFIG=/design/flow/config.mk WORK_HOME=/design/flow/orfs finish
```
`design/flow/config.mk`:
```
export PLATFORM = sky130hd
export DESIGN_NAME = multi_object_trigger_runtime
export DESIGN_NICKNAME = multi_object_trigger_runtime
export VERILOG_FILES = /design/flow/design.v
export SDC_FILE = /design/flow/constraint.sdc
export NUM_CORES = 4
export LEC_CHECK = 1
export CORE_UTILIZATION = 30
```
`design/flow/constraint.sdc`:
```
current_design multi_object_trigger_runtime

set clk_period 8.3
set clk_io_pct 0.2

create_clock -name clk0 -period $clk_period [get_ports {clk_calculation}]
create_clock -name clk1 -period $clk_period [get_ports {clk_centi_second}]

set non_clock_inputs [all_inputs -no_clocks]
set_input_delay [expr $clk_period * $clk_io_pct] -clock clk0 $non_clock_inputs
set_output_delay [expr $clk_period * $clk_io_pct] -clock clk0 [all_outputs]
```
==> run_results.csv <==
group,metric,value,unit
synth,synth_cell_types,76,
synth,ff_type,"dfxtp_1",
placed_design,place.gp.congestion,1.07,
worst_setup_path,cp.arrival,5.58,ns
cells_and_area,regArea,0.0137,mm^2
worst_setup_path,crit_fanout,5,
detailed_routing,first_iter_violations,3458,
grt,grtUsageTotal,23.8,%
grt,grt_pass1_vias,37400,
synth,syn_inst,5251,
detailed_routing,vias,40400,
synth,synth_seq_share,29.2,%
final_timing,drv_slew,0,
flow_run,cap_viol_max_count,0,
synth,ys_area,0.0470,mm^2
floorplan,core,0.155,mm^2
floorplan,die_width,398,um
final_timing,fin_setup_tns,0,ns
synth,yosys_warnings,2,
worst_setup_path,worstPathRequired,6.64,ns
worst_setup_path,crit_type,"reg -> out",
cells_and_area,syn2layout_area_growth,14.6,%
floorplan,die_h,398,um
hold_path,hp-class,"reg -> reg",
floorplan,initial_core_util,30.4,%
final_timing,max_slew_margin,39.0,%
detailed_routing,routed_wl,187000,um
clocking,cts.clk_slew.worst_paths,0.07,ns
detailed_routing,firstDrtPassIters,8,
cells_and_area,lay_top_cells,"831 x ha_1, 508 x dfxtp_1, 502 x inv_1",
cells_and_area,logic_area,0.0309,mm^2
clocking,postCtsHoldBufs,0,
cells_and_area,fillCellCount,15300,
pwr,total_power,8000,uW
grt,grt_max_degree,60,
run_status,status,"completed",
cells_and_area,layout-drive-gt1-share,4.23,%
floorplan,rows,144,
final_timing,finalSetupViolCount,0,
detailed_routing,via_per_inst,5.37,
worst_setup_path,start_kind,"register",
clocking,cts_tree,"yes",
detailed_routing,drc,0,
placed_design,io_buffers,165,
synth,edf_count,115,
detailed_routing,routedWlPerCell,24.8,um
synth,numSynthFlops,628,
synth,ys_cells,5251,
synth,syn_avg_cell_area,8.95,um^2
detailed_routing,ant_nets,0,
grt,grt_overflow,0,
floorplan,io_pins,167,
cells_and_area,layout_top_cell,"ha_1",
final_timing,worst_slew_pin_slew,0.913,ns
clocking,cts-resized-gates,0,
floorplan,dieArea,0.158,mm^2
pwr,power.density,149,mW/mm^2
pwr,leakagePower,0.0231,uW
clocking,post_cts_buffers,0,
final_timing,final_hold_viol_count,0,
flow_run,tool_warnings,36,
cells_and_area,final_core_util,34.8,%
synth,async_flop_share,0,%
final_timing,clock_skew,0.0414,ns
placed_design,dp_hpwl,151000,um
clocking,clock-sinks,628,
pwr,ir_worst_vdd,131,uV
synth,syn-cell-area,0.0470,mm^2
worst_setup_path,critPathCaptureType,"output port",
final_timing,rsz0062_at_grt,"false",
grt,grt_antenna_before_repair,9,
grt,grt_pass1_wl,265000,um
-- final timing paths --
check	slack (ns)	depth (start not counted)	endpoint
max in group clk1	4.79	7	register
worst min-delay path	0.32	2	register
worst max register to register	3.33	17	is_trigger_player
min in group clk1	0.52	2	register
worst max-delay path	1.06	18	object_signal
worst min register to register	0.32	2	register
-- area by class of cell --
class | instances | area share, %
diodes | 7 | 0.0325
clock buffers | 94 | 3.87
clock inverters | 41 | 0.999
inverters | 521 | 3.63
multi-input cells | 3972 | 57.3
flip-flops and latches | 628 | 25.5
well taps | 2044 | 4.75
repair buffers | 223 | 3.88
-- cells in the mapped netlist, drive strengths merged, types with 22 or more instances --
cell     instances  share of area (%)
o21ai          217                2.3
inv            516                4.1
edfxtp         115                7.4
nand2          176                1.4
a2111oi         22               0.41
o21bai          45               0.72
a21oi          377                4.0
buf             29               0.26
nor3           123                1.3
nand2b          92                1.2
a211oi         127                2.0
nor4            30               0.41
nor2           501                4.0
nand4           63               0.84
o211ai          24               0.38
o22a            33               0.62
dfxtp          513                 22
a21o           159                2.5
nand3           89               0.95
xor2            89                1.7
mux2i          225                4.8
a221oi          65                1.2
fa              22               0.94
ha             831                 22
o21a            54               0.86
xnor2          202                3.8
a31oi           26               0.35
clkbuf         101               0.81
nor2b           48               0.64
a22o            92                1.7
-- report_power, final --
group | internal, uW | switching, uW
Combinational | 491 | 763
Clock | 2060 | 1500
Sequential | 3130 | 42.9
-- per-stage QoR --
step                worst slack [ns]  cell area, um^2  std cells  hold WS, ns
floorplan                       3.14            47000       5251        0.332
global route                   0.796            53800       7527        0.353
global placement                1.48            51200       7388        0.341
detailed placement              1.50            51200       7388        0.353
finish                          1.06            53800       7530        0.325
CTS                             1.07            53800       7523        0.304
-- cell families after synthesis --
logic type                 Yosys count  synth area share [%]
AOI/OAI and AO/OA                 1384                  19.9
and+or+nand+nor                   1219                  12.3
adders and majority gates          853                  23.1
buffers and inverters              651                  5.23
DFF                                628                  29.2
xor gates and xnor gates           291                  5.43
muxes                              225                  4.79
-- metal layers --
layer / up-vias / track usage (%) / part of all wire [%]
li1: 19500 / - / -
met1: 19000 / 33.4 / 44
met2: 1625 / 35.1 / 43
met3: 343 / 6.38 / 8.9
met4: 10 / 9.19 / 4.7
met5: - / 0.272 / 0.060
-- critical path, stage by stage (launching register included) --
cell and delay [ns]:
dfxtp_1 0.56, ha_1 0.31, a21o_1 0.17, a21oi_1 0.22, o21bai_1 0.10, a21oi_1 0.27
o21ai_1 0.16, a21o_1 0.20, a21o_1 0.23, xnor2_1 0.38, ha_1 0.34, and4_1 0.26
a221oi_1 0.29, nand4_1 0.12, or4_1 0.48, o22ai_1 0.12, a21oi_1 0.06, o211ai_1 0.14
clkdlybuf4s50_1 0.50
Power figures rest on the tool's default switching activity, not on a simulated workload.
