==> flow/design.v <==
`timescale 1ns / 1ps
module object_position_controller (
    input clk_centi_second,
    input clk_object_control,
    input clk_calculation,
    input reset,
    input [2:0] movement_direction,
    input [9:0] object_pos_x,
    input [9:0] object_pos_y,
    input [4:0] object_speed,
    input [7:0] object_destroy_time,
    input [1:0] object_destroy_trigger,
    input sync_object_position,
    input  [9:0]  display_pos_x1,
    input  [9:0]  display_pos_y1,
    input  [9:0]  display_pos_x2,
    input  [9:0]  display_pos_y2,
    input [9:0]  object_w,
    input [9:0]  object_h,
    output reg update_object_position,
    output reg [9:0] object_override_w,
    output reg [9:0] object_override_h,
    output wire [9:0] object_override_pos_x,
    output wire [9:0] object_override_pos_y,
    output reg object_free
);
    reg object_free_override;
    localparam SCALE_FACTOR_BITS = 3;
    localparam SCALE_FACTOR = 8;
    reg [9+SCALE_FACTOR_BITS:0] object_override_pos_x_hired;
    reg [9+SCALE_FACTOR_BITS:0] object_override_pos_y_hired;
    reg [2:0] movement_direction_hired;
    reg [4:0] object_speed_hired;
    reg [9+SCALE_FACTOR_BITS:0] display_pos_x1_hired;
    reg [9+SCALE_FACTOR_BITS:0] display_pos_y1_hired;
    reg [9+SCALE_FACTOR_BITS:0] display_pos_x2_hired;
    reg [9+SCALE_FACTOR_BITS:0] display_pos_y2_hired;
    assign object_override_pos_x = object_override_pos_x_hired >> SCALE_FACTOR_BITS;
    assign object_override_pos_y = object_override_pos_y_hired >> SCALE_FACTOR_BITS;
    reg [7:0] object_destroy_time_count;
    reg [6:0] centi_second;
    reg [7:0] object_destroy_time_master;
    reg sync_master;
    reg update_master;
    always @(posedge clk_centi_second) begin
        if(reset) begin
            object_free_override <= 0;
            centi_second <= 0;
            object_destroy_time_count <= 255;
            update_master <= 0;
        end if(!sync_master) begin
            object_free_override <= 0;
            object_destroy_time_count <= object_destroy_time_master;
            update_master <= 1;
        end else if (object_free) begin
            object_destroy_time_count <= 255;
            centi_second <= 0;
            object_free_override <= 0;
            update_master <= 0;
        end else begin
            update_master <= 0;
            if(centi_second == 100) begin
                centi_second <= 0;
                if(object_destroy_time_count > 0)
                    object_destroy_time_count <= object_destroy_time_count - 1;
            end else begin
                centi_second <= centi_second + 1;
            end
            if(object_destroy_time_count == 0) begin
                object_free_override <= 1;
            end 
        end
    end
    reg clk_obj_sync_1, clk_obj_sync_2;
    always @(posedge clk_calculation) begin
        clk_obj_sync_1 <= clk_object_control;
        clk_obj_sync_2 <= clk_obj_sync_1;
    end
    wire obj_control_pulse = clk_obj_sync_1 & ~clk_obj_sync_2;
    always @(posedge clk_calculation) begin
        if(reset) begin
            update_object_position <= 0;
            object_override_pos_x_hired <= 0;
            object_override_pos_y_hired <= 0;
            object_free <= 1;
            display_pos_x1_hired <= 0;
            display_pos_y1_hired <= 0;
            display_pos_x2_hired <= 0;
            display_pos_y2_hired <= 0;
            object_override_w <= 0;
            object_override_h <= 0;
            movement_direction_hired <= movement_direction;
            object_speed_hired <= object_speed;
            sync_master <= 0;
        end else begin
            if (!sync_object_position) begin
                object_override_pos_x_hired <= object_pos_x << SCALE_FACTOR_BITS;
                object_override_pos_y_hired <= object_pos_y << SCALE_FACTOR_BITS;
                movement_direction_hired <= movement_direction;
                object_speed_hired <= object_speed;
                display_pos_x1_hired <=  display_pos_x1 << SCALE_FACTOR_BITS;
                display_pos_y1_hired <=  display_pos_y1 << SCALE_FACTOR_BITS;
                display_pos_x2_hired <=  display_pos_x2 << SCALE_FACTOR_BITS;
                display_pos_y2_hired <=  display_pos_y2 << SCALE_FACTOR_BITS;
                object_override_w <= object_w;
                object_override_h <= object_h;
                update_object_position <= 1;
                object_free <= 0;
                object_destroy_time_master <= object_destroy_time;
                sync_master <= 0;
            end else if (object_free) begin
                object_override_pos_x_hired <= 0;
                object_override_pos_y_hired <= 0;
                object_override_w <= 0;
                object_override_h <= 0;
                sync_master <= 1;
            end else begin
                update_object_position <= 0;
                if(update_master) begin
                    sync_master <= 1;
                end else begin
                    case (object_destroy_trigger)
                        2: begin
                            if (object_override_pos_x_hired > 640*SCALE_FACTOR ||
                                object_override_pos_x_hired + (object_override_w<<SCALE_FACTOR_BITS) < 0   ||
                                object_override_pos_y_hired > 480*SCALE_FACTOR ||
                                object_override_pos_y_hired + (object_override_h<<SCALE_FACTOR_BITS) < 0) begin
                                object_free <= 1;
                            end
                        end
                        1: begin
                            if (object_override_pos_x_hired > display_pos_x2_hired||
                                object_override_pos_x_hired + (object_override_w<<SCALE_FACTOR_BITS) < display_pos_x1_hired   ||
                                object_override_pos_y_hired > display_pos_y2_hired ||
                                object_override_pos_y_hired + (object_override_h<<SCALE_FACTOR_BITS) < display_pos_y1_hired) begin
                                object_free <= 1;
                            end
                        end
                    endcase
                    if(obj_control_pulse) begin
                        if(object_free_override)
                            object_free <= 1;
                        case (movement_direction_hired)
                            0: begin
                                object_override_pos_y_hired <= object_override_pos_y_hired - object_speed_hired;
                            end
                            1: begin
                                object_override_pos_y_hired <= object_override_pos_y_hired - object_speed_hired;
                                object_override_pos_x_hired <= object_override_pos_x_hired + object_speed_hired;       
                            end
                            2: begin
                                object_override_pos_x_hired <= object_override_pos_x_hired + object_speed_hired;       
                            end
                            3: begin
                                object_override_pos_y_hired <= object_override_pos_y_hired + object_speed_hired;
                                object_override_pos_x_hired <= object_override_pos_x_hired + object_speed_hired;       
                            end
                            4: begin
                                object_override_pos_y_hired <= object_override_pos_y_hired + object_speed_hired;   
                            end
                            5: begin
                                object_override_pos_y_hired <= object_override_pos_y_hired + object_speed_hired;
                                object_override_pos_x_hired <= object_override_pos_x_hired - object_speed_hired;       
                            end
                            6: begin
                                object_override_pos_x_hired <= object_override_pos_x_hired - object_speed_hired;       
                            end
                            7: begin
                                object_override_pos_y_hired <= object_override_pos_y_hired - object_speed_hired;
                                object_override_pos_x_hired <= object_override_pos_x_hired - object_speed_hired;       
                            end
                        endcase
                    end
                end
            end
        end
    end
endmodule
`timescale 1ns / 1ps
module object_renderer(
    input [9:0] x,
    input [9:0] y,
    input [9:0] object_pos_x,
    input [9:0] object_pos_y,
    input [9:0] object_w,
    input [9:0] object_h,
    output render
);
    assign render = (x >= (object_pos_x)) && (x < (object_pos_x) + (object_w)) 
                    && (y >= (object_pos_y)) && (y < (object_pos_y) + (object_h)) ;
endmodule
`timescale 1ns / 1ps
module multi_object_collider_runtime #(
    parameter integer OBJECT_AMOUNT = 5
) (
    input clk_object_control,
    input clk_centi_second,
    input clk_calculation,
    input reset,
    input [9:0] x,
    input [9:0] y,
    input [9:0] player_pos_x,
    input [9:0] player_pos_y,
    input [9:0] player_w,
    input [9:0] player_h,
    input [2:0] object_movement_direction,
    input [9:0] object_pos_x,
    input [9:0] object_pos_y,
    input [9:0] object_w,
    input [9:0] object_h,
    input [4:0] object_speed,
    input [7:0] object_destroy_time,
    input [1:0] object_destroy_trigger,
    input  [9:0]  display_pos_x1,
    input  [9:0]  display_pos_y1,
    input  [9:0]  display_pos_x2,
    input  [9:0]  display_pos_y2,
    input sync_object_position,
    input is_reset_stage,
    output reg update_object_position,
    output object_signal,
    output wire [9:0] collider_ground_h_player,
    output wire [9:0] collider_ground_w_player,
    output reg is_collider_ground_player 
);
    genvar i;
    integer it;
    integer k;
    wire [9:0] px1 = player_pos_x;
    wire [9:0] py1 = player_pos_y-4;  
    wire [9:0] px2 = px1 + player_w;
    wire [9:0] py2 = py1 + player_h;
    reg [9:0] ox1;
    reg [9:0] oy1;
    reg [9:0] ox2;
    reg [9:0] best_ground_h;
    reg [9:0] best_ground_w;
    reg [9:0] best_ground_y;
    always @(posedge clk_calculation) begin
        is_collider_ground_player = 0;
        best_ground_w = 0;
        best_ground_h = 10'h3FF;
        best_ground_y = 10'h3FF;   
        for (it = 0; it < OBJECT_AMOUNT; it = it + 1) begin
            ox1 = object_override_pos_x_hired[it];
            oy1 = object_override_pos_y_hired[it];
            ox2 = ox1 + object_override_w_hired[it];
            if ((px2 > ox1) && (px1 < ox2) && !object_ready_state[it]) begin
                if ((py2 < oy1)) begin
                    if (oy1 < best_ground_y) begin
                        is_collider_ground_player = 1;
                        best_ground_y = oy1;
                        best_ground_h = oy1;
                        best_ground_w = object_override_w_hired[it];
                    end
                end
            end
        end
    end
    assign collider_ground_h_player  = best_ground_h;
    assign collider_ground_w_player  = best_ground_w;
    reg get_itertor_ready_state_state;
    reg [9:0] itertor_ready_state;
    reg [OBJECT_AMOUNT-1: 0] object_ready_state ;
    wire [9:0] object_override_pos_x_hired [OBJECT_AMOUNT-1: 0];
    wire [9:0] object_override_pos_y_hired [OBJECT_AMOUNT-1: 0];
    wire [9:0] object_override_w_hired [OBJECT_AMOUNT-1: 0];
    wire [9:0] object_override_h_hired [OBJECT_AMOUNT-1: 0];
    reg [OBJECT_AMOUNT-1: 0] sync_object_position_i ;
    wire [OBJECT_AMOUNT-1: 0] update_object_position_i ;
    wire [OBJECT_AMOUNT-1: 0] object_signal_i ;
    wire [OBJECT_AMOUNT-1: 0] object_free_i;
    reg second_sync;
    assign object_signal = |object_signal_i;    
    always @(posedge clk_calculation) begin
        if(reset || is_reset_stage) begin
            update_object_position <= 0;
            itertor_ready_state <= 0;
            get_itertor_ready_state_state <= 0;
            second_sync <= 0;
            for (it = 0; it < OBJECT_AMOUNT; it = it + 1) begin
                object_ready_state[it] <= 1'b1;         
                sync_object_position_i[it] <= 1'b1;     
            end
        end else begin
            if (!sync_object_position) begin
                if(!get_itertor_ready_state_state) begin
                    for(it = 0; it < OBJECT_AMOUNT; it = it + 1) begin
                        if(object_ready_state[it]) begin
                            itertor_ready_state <= it; 
                        end
                    end
                    get_itertor_ready_state_state <= 1;
                 end else begin
                    object_ready_state[itertor_ready_state] <= 0;  
                    sync_object_position_i[itertor_ready_state] <= 0;
                    if (update_object_position_i[itertor_ready_state]) begin
                        sync_object_position_i[itertor_ready_state] <= 1'b1;
                        update_object_position <= 1;
                        get_itertor_ready_state_state <= 0;
                    end 
                 end
            end else begin
                update_object_position <= 0;
                get_itertor_ready_state_state <= 0;
                 for (it = 0; it < OBJECT_AMOUNT; it = it + 1) begin
                   sync_object_position_i[it] <= 1'b1;     
                   if(object_free_i[it]) begin
                        object_ready_state[it] <= 1;
                   end
               end
            end
        end
    end
    generate
        for (i = 0; i < OBJECT_AMOUNT; i = i + 1) begin : OBJECTS
            object_position_controller object_collider_position_control (
                .clk_centi_second(clk_centi_second),
                .clk_object_control(clk_object_control),
                .clk_calculation(clk_calculation),
                .reset(reset||is_reset_stage),
                .movement_direction(object_movement_direction),
                .object_pos_x(object_pos_x),
                .object_pos_y(object_pos_y),
                .object_speed(object_speed),
                .object_destroy_time(object_destroy_time),
                .object_destroy_trigger(object_destroy_trigger),
                .sync_object_position(sync_object_position_i[i]),
                .display_pos_x1(display_pos_x1),
                .display_pos_y1(display_pos_y1),
                .display_pos_x2(display_pos_x2),
                .display_pos_y2(display_pos_y2),
                .object_w(object_w),
                .object_h(object_h),
                .update_object_position(update_object_position_i[i]),
                .object_override_pos_x(object_override_pos_x_hired[i]),
                .object_override_pos_y(object_override_pos_y_hired[i]),
                .object_override_w(object_override_w_hired[i]),
                .object_override_h(object_override_h_hired[i]),
                .object_free(object_free_i[i])
            );
            object_renderer object_colider_render (
                .x(x),
                .y(y),
                .object_pos_x(object_override_pos_x_hired[i]),
                .object_pos_y(object_override_pos_y_hired[i]),
                .object_w(object_override_w_hired[i]),
                .object_h(object_override_h_hired[i]),
                .render(object_signal_i[i])
            );
        end
    endgenerate
endmodule
==> flow/run.sh <==
#!/bin/bash
# OpenROAD 26Q1-2900-gdf79404cd8, Yosys 0.63+post, stock flow scripts
make -C /OpenROAD-flow-scripts/flow DESIGN_CONFIG=/design/flow/config.mk WORK_HOME=/design/flow/orfs finish
==> flow/config.mk <==
export PLATFORM = sky130hd
export DESIGN_NAME = multi_object_collider_runtime
export DESIGN_NICKNAME = multi_object_collider_runtime
export VERILOG_FILES = /design/flow/design.v
export SDC_FILE = /design/flow/constraint.sdc
export NUM_CORES = 4
export LEC_CHECK = 1
export CORE_UTILIZATION = 30
==> flow/constraint.sdc <==
current_design multi_object_collider_runtime

set clk_period 19.4
set clk_io_pct 0.2

create_clock -name clk0 -period $clk_period [get_ports {clk_calculation}]
create_clock -name clk1 -period $clk_period [get_ports {clk_centi_second}]

set non_clock_inputs [all_inputs -no_clocks]
set_input_delay [expr $clk_period * $clk_io_pct] -clock clk0 $non_clock_inputs
set_output_delay [expr $clk_period * $clk_io_pct] -clock clk0 [all_outputs]
==> notes.md <==
flow finished, numbers: fraction of final layout cells sized beyond drive strength 1=5.14%, wirelength, routed=182 mm, mean post-synth cell area=8.72 sq um, setup violators final=0, proportion of power drawn by combinational gates=14.8%, peak ir drop on the vdd network=0.0535 mV, most frequent cell on the critical path=sky130_fd_sc_hd__ha_1, area share of and-or/or-and cells after synthesis=18.5%, internal power contribution=2510 uW, Adder Area Share=22.2%, data required time at the worst endpoint=19990 ps, I/O pin cnt=187, number of cells on the worst hold path=0, synthesis warning total=2, routability cong.=1.02, synthesis-to-layout area growth=16.0%, cell area power density=62.2 nW/um^2, endpoint kind of the worst setup timing path=register, I/O Buffers=185, 1st-pass router iterations=8, Hold Buf Count CTS=0, chip footprint=163000 sq um, Yosys chip area=48300 sq um, detailed-placement wirelength estimate=144 mm, Setup Slack @ Placement=1110 ps, most used flip-flop cell after synthesis=sky130_fd_sc_hd__dfxtp_1, Placement Rows=146, OpenROAD warnings=39, library cell contributing the largest single delay on the critical path=sky130_fd_sc_hd__nand3_1, Cell Area, Synth=48300 sq um, Total Neg Setup Slack=0 ps, Sw Pwr=973 uW, Max FO, Critical Path=29, outcome=finished clean, leakage power summed over all cells=0.0244 uW, starting density of the core=30.3%, DRC violation count after routing=0, sequential group share of total power=40.2%, switching share of total power=27.9%, min-delay worst type=reg -> reg, per-cell routed wire length=22.9 microns, xor/xnor share of the synthesized area=4.81%, global-route total usage across every layer=22.7%, remaining global-route overflow=0, via density per instance=5.08, fraction of the core area covered by cells at the end of the flow=35.2%, number of unique standard cell types used by synthesis=69, Sequential Area=14100 sq um, pin count of the biggest net entering global routing=148, clock network power share=45.0%, Antenna Violating Nets Remaining=0, synthesized instance count=5535, number of cells in Yosys stat=5535, Async SR Flop Fraction=0%, worst setup margin=1440 ps, multi-input combinational cell area=31300 sq um, die x size=403 microns, Design Power=3480 uW, Resize count post-CTS=0, number of antenna violations at the first check in global routing=23, logic depth of the worst register-to-register path=60, wire length of the first global-routing pass=262 mm, total core area=159000 sq um, flops & latches, synth=648, clock-pin transition on the worst setup and hold timing paths=60 ps, total number of vias=40600, actual slew at the worst max-slew pin=952 ps, final tally of max-slew violations=0, DRT iter0 DRCs=2974, type of the worst setup path=in -> reg, Fill cells=15900, flip-flops with a built-in enable=115, Mux area share=5.85%, Post-Synth Simple-Gate Area=13.2%, relative slew slack=36.4%, Setup Skew=37.6 ps, Max-Cap Viols=0, critical path launch point type=primary input, CTS tree=yes, clk sinks=648, post-CTS repair timing setup buffer count=0, stage delay of the slowest cell on the critical path=600 ps, largest non-sequential cell family by area=adder cells, vias in the first global route=38800, crit path DAT=18550 ps, height of the chip=403 microns, setup repair after global routing missed its margin=no, fraction of the yosys area taken by sequential cells=29.3%, Final Hold Violating Endpoints=0
## kinds of logic after synthesis
logic type,count (synthesis)
AND-OR/OR-AND,1394
XOR/XNOR,265
adder cells (fa/ha/maj),845
buffers and inverters,786
flip-flops,648
multiplexers,281
AND/OR/NAND/NOR,1316
## metrics by stage
step,cell area (sq um),hold WS (ps),instances
after global placement,53200,349,7830
after floorplan,48300,332,5535
after detailed placement,53200,345,7830
after global routing,56000,366,7980
final,56000,353,7981
after CTS,56000,328,7978
## cell usage in the layout (no fill, tap or decap), types with 60 or more instances in the layout
cell	count
sky130_fd_sc_hd__a211oi_1	99
sky130_fd_sc_hd__a21o_1	189
sky130_fd_sc_hd__a21oi_1	479
sky130_fd_sc_hd__a22o_1	89
sky130_fd_sc_hd__buf_4	125
sky130_fd_sc_hd__clkbuf_16	82
sky130_fd_sc_hd__clkdlybuf4s50_1	185
sky130_fd_sc_hd__dfxtp_1	528
sky130_fd_sc_hd__edfxtp_1	115
sky130_fd_sc_hd__ha_1	823
sky130_fd_sc_hd__inv_1	624
sky130_fd_sc_hd__mux2i_1	271
sky130_fd_sc_hd__nand2_1	163
sky130_fd_sc_hd__nand2b_1	136
sky130_fd_sc_hd__nand3_1	61
sky130_fd_sc_hd__nor2_1	543
sky130_fd_sc_hd__nor2b_1	175
sky130_fd_sc_hd__nor3_1	72
sky130_fd_sc_hd__o21a_1	79
sky130_fd_sc_hd__o21ai_0	193
sky130_fd_sc_hd__o21bai_1	89
sky130_fd_sc_hd__xnor2_1	205
sky130_fd_sc_hd__xor2_1	60
## cells in the mapped netlist (all sizes together), types with 3 or more instances
master,count,area share [%]
o2111ai,6,0.15
a31oi,46,0.60
mux2,10,0.23
o22a,30,0.54
mux2i,271,5.6
o21ai,217,2.2
nand3,61,0.63
and4,15,0.27
or4,4,0.062
and3,13,0.17
a21o,189,2.9
edfxtp,115,7.2
nor3b,8,0.12
dfxtp,533,22
o211ai,10,0.16
nor4bb,5,0.10
o41ai,8,0.15
or3,8,0.10
nor4b,8,0.15
a21oi,481,5.0
nand3b,3,0.047
nand4b,3,0.054
nor2,553,4.3
clkbuf,124,0.96
inv,624,4.9
o21bai,90,1.4
xor2,60,1.1
xnor2,205,3.7
buf,38,0.34
a211o,8,0.15
nand2b,136,1.8
nor3,77,0.80
a211oi,100,1.6
nor2b,175,2.3
a21boi,21,0.33
nand2,164,1.3
a2111oi,3,0.054
fa,22,0.91
nor4,16,0.21
o21a,79,1.2
nand4,53,0.70
or2,11,0.15
a22oi,3,0.047
ha,823,21
a22o,89,1.6
## power by group through the flow
| stage | Sequential, uW | Combinational, uW | Clock, uW |
|---|---|---|---|
| 5_1_grt | 1400 | 570 | 1640 |
| 6_report | 1400 | 516 | 1570 |
| 4_1_cts | 1400 | 515 | 1600 |
## area by class of cell
cell class,count,share of cell area [%]
Clock buffer,114,4.13
Clock inverter,34,0.762
Timing Repair Buffer,311,5.02
Multi-Input combinational cell,4101,55.8
Inverter,624,4.18
Tap cell,2146,4.80
Sequential cell,648,25.3
Antenna cell,3,0.0134
## final timing paths
path,startpoint,to,slack [ps]
setup / recovery,player_pos_y[1],best_ground_h[4],1440
min in group clk1,register,register,590
hold reg to reg,register,register,350
max in group clk1,reset,register,13870
setup reg to reg,register,best_ground_h[4],4370
hold / removal,register,register,350
## critical path, delay by kind of cell
family | cells | cell delay, ps
compound gates | 25 | 5970
xor+xnor | 1 | 160
fa+ha+maj | 8 | 2040
buf+inv | 9 | 1640
mux | 4 | 1040
simple gates | 15 | 3770
## metal layers
layer | track usage, % | up-vias | wire length (microns)
met5 | 0 | - | 138
met1 | 30.3 | 19000 | 77600
li1 | - | 19900 | -
met4 | 9.12 | 22 | 9020
met3 | 6.46 | 330 | 15500
met2 | 34.8 | 1243 | 80200
Power figures rest on the tool's default switching activity, not on a simulated workload.
