==> design.v <==
`timescale 1ns / 1ps
module player_position_controller#(
    parameter integer PLAYER_POS_X = 320,
    parameter integer PLAYER_POS_Y = 240,
    parameter integer PLAYER_W = 30,
    parameter integer PLAYER_H = 30,
    parameter integer HORIZONTAL_SPEED = 18,
    parameter integer VERTICAL_SPEED = 24,   
    parameter integer GRAVITY = 12,   
    parameter integer MAX_FALLING_SPEED = 35,  
    parameter integer JUMP_H = 80
    )(
    input clk_player_control,
    input reset,
    input switch_up,
    input switch_down,
    input switch_left,
    input switch_right,
    input [9:0] game_display_x0,
    input [9:0] game_display_y0,
    input [9:0] game_display_x1,
    input [9:0] game_display_y1,
    input [2:0] gravity_direction,
    input [9:0] collider_ground_h_player,
    input is_collider_ground_player,
    output reg [9:0] player_pos_x,
    output reg [9:0] player_pos_y,
    output reg [9:0] player_w,
    output reg [9:0] player_h
    );
    localparam SCALE_FACTOR_GRAVITY_BITS = 4;
    localparam SCALE_FACTOR_GRAVITY = 16;
    localparam SCALE_FACTOR_BITS = 4;
    localparam SCALE_FACTOR = 16;
    reg [9 + SCALE_FACTOR_BITS : 0] player_pos_x_hires;
    reg [9 + SCALE_FACTOR_BITS : 0] player_pos_y_hires;
    wire [9 + SCALE_FACTOR_BITS : 0] game_display_x0_hires;
    wire [9 + SCALE_FACTOR_BITS : 0] game_display_y0_hires;
    wire [9 + SCALE_FACTOR_BITS : 0] game_display_x1_hires;
    wire [9 + SCALE_FACTOR_BITS : 0] game_display_y1_hires;
    wire [9 + SCALE_FACTOR_BITS : 0] player_w_hires;
    wire [9 + SCALE_FACTOR_BITS : 0] player_h_hires;
    reg [9 + SCALE_FACTOR_BITS : 0] jump_height_hires;
    wire [9 + SCALE_FACTOR_BITS : 0] collider_ground_h_player_hired;
    assign collider_ground_h_player_hired = collider_ground_h_player << SCALE_FACTOR_BITS;
    assign game_display_x0_hires = game_display_x0 << SCALE_FACTOR_BITS;
    assign game_display_y0_hires = game_display_y0 << SCALE_FACTOR_BITS;
    assign game_display_x1_hires = game_display_x1 << SCALE_FACTOR_BITS;
    assign game_display_y1_hires = game_display_y1 << SCALE_FACTOR_BITS;
    assign player_w_hires = PLAYER_W << SCALE_FACTOR_BITS;
    assign player_h_hires = PLAYER_H << SCALE_FACTOR_BITS;
    reg [9 + SCALE_FACTOR_GRAVITY_BITS: 0] falling_speed;
    reg active_gravity;
    reg on_ground;
    reg is_hold_switch_up;
    always @(posedge clk_player_control) begin
        if (reset) begin
            player_pos_x_hires <= PLAYER_POS_X << SCALE_FACTOR_BITS;
            player_pos_y_hires <= PLAYER_POS_Y << SCALE_FACTOR_BITS;
            player_pos_x = PLAYER_POS_X;
            player_pos_y = PLAYER_POS_Y;
            player_w <= PLAYER_W;
            player_h <= PLAYER_H;
            jump_height_hires <= 0;
            is_hold_switch_up <= 0;
            on_ground <= 1;
            active_gravity <= 0;
            falling_speed<=0;
        end else begin
            case (gravity_direction) 
                0: begin
                    active_gravity<=0;
                end
                1: begin
                    active_gravity<=1;
                end
                2: begin
                    active_gravity<=1;
                end
                3: begin
                    active_gravity<=1;
                end
                4: begin
                    active_gravity<=1;
                end
            endcase
            if (switch_up && (((is_hold_switch_up || on_ground)) || !active_gravity)) begin
                falling_speed <= 0;
                if(on_ground) begin
                    jump_height_hires <= player_pos_y_hires - JUMP_H*SCALE_FACTOR;
                end
                if (player_pos_y_hires - VERTICAL_SPEED > game_display_y0_hires) begin
                    player_pos_y_hires <= player_pos_y_hires - VERTICAL_SPEED; 
                    is_hold_switch_up <= 1;
                    on_ground <= 0;  
                end else begin
                    player_pos_y_hires <= game_display_y0_hires;  
                end
                if (player_pos_y_hires <= game_display_y0_hires) begin
                    is_hold_switch_up <= 0;  
                end
                if (!on_ground && (player_pos_y_hires <= jump_height_hires)) begin
                    is_hold_switch_up <= 0;  
                end
            end else begin
                is_hold_switch_up <= 0;  
            end
            if (!is_hold_switch_up && !on_ground && active_gravity) begin
                if(falling_speed < (6 * SCALE_FACTOR_GRAVITY)) begin
                    falling_speed <= falling_speed + GRAVITY/4;
                end else if(falling_speed < (10 * SCALE_FACTOR_GRAVITY)) begin
                    falling_speed <= falling_speed + GRAVITY/3;
                end else if(falling_speed < (12 * SCALE_FACTOR_GRAVITY)) begin
                    falling_speed <= falling_speed + GRAVITY*2;
                end else if(falling_speed < (MAX_FALLING_SPEED * SCALE_FACTOR_GRAVITY)) begin
                    falling_speed <= falling_speed + GRAVITY*2;
                end else begin
                    falling_speed <= MAX_FALLING_SPEED * SCALE_FACTOR_GRAVITY;
                end
                if(is_collider_ground_player) begin
                    if((player_pos_y_hires + (falling_speed>>SCALE_FACTOR_GRAVITY_BITS) < collider_ground_h_player_hired - player_h_hires + 2*SCALE_FACTOR)) begin
                        player_pos_y_hires <= player_pos_y_hires + (falling_speed>>SCALE_FACTOR_GRAVITY_BITS);
                    end else begin
                        on_ground <= 1;
                        player_pos_y_hires <= collider_ground_h_player_hired - player_h_hires + 2*SCALE_FACTOR;
                    end
                end else begin
                    if ((player_pos_y_hires + (falling_speed>>SCALE_FACTOR_GRAVITY_BITS) < game_display_y1_hires - player_h_hires + 2*SCALE_FACTOR)) begin
                        player_pos_y_hires <= player_pos_y_hires + (falling_speed>>SCALE_FACTOR_GRAVITY_BITS);
                    end else begin
                        on_ground <= 1;
                        player_pos_y_hires <= game_display_y1_hires - player_h_hires + 2*SCALE_FACTOR;
                    end
                end
            end
            if (switch_down && ~active_gravity) begin
                if (player_pos_y_hires + player_h_hires + VERTICAL_SPEED - 2*SCALE_FACTOR <= game_display_y1_hires) begin
                    player_pos_y_hires <= player_pos_y_hires + VERTICAL_SPEED; 
                end else begin
                   player_pos_y_hires <= (game_display_y1_hires - player_h_hires) + 2*SCALE_FACTOR;
                end
            end
            if (is_collider_ground_player 
                && (player_pos_y_hires >= collider_ground_h_player_hired - player_h_hires)) begin
                on_ground <= 1;
            end else if (player_pos_y_hires >= game_display_y1_hires - player_h_hires) begin
                on_ground <= 1;
            end else begin
                on_ground <= 0;
            end
            if(switch_left) begin
                if (player_pos_x_hires - HORIZONTAL_SPEED >= game_display_x0_hires) begin
                    player_pos_x_hires <= player_pos_x_hires - HORIZONTAL_SPEED;
                end else begin
                    player_pos_x_hires <= game_display_x0_hires;  
                end
            end
            if(switch_right) begin
                if (player_pos_x_hires + player_w_hires + HORIZONTAL_SPEED - 2*SCALE_FACTOR <= game_display_x1_hires) begin
                    player_pos_x_hires <= player_pos_x_hires + HORIZONTAL_SPEED;
                end else begin
                    player_pos_x_hires <= (game_display_x1_hires - player_w_hires) + 2*SCALE_FACTOR;
                end
            end
            if(player_pos_x_hires + player_w_hires > game_display_x1_hires)
                player_pos_x_hires <= game_display_x1_hires - player_w_hires;
            else if(player_pos_x_hires < game_display_x0_hires)
                player_pos_x_hires <= game_display_x0_hires;
            if(player_pos_y_hires + player_h_hires > game_display_y1_hires) begin
                player_pos_y_hires <= game_display_y1_hires - player_h_hires;
                on_ground <= 1;
            end else if(player_pos_y_hires < game_display_y0_hires)
                player_pos_y_hires <= game_display_y0_hires;
            if(player_pos_x_hires >= (1<<14) - player_w_hires)
                player_pos_x_hires <= (1<<14) - player_w_hires - 1;
            if (player_pos_y_hires >= (1<<14) - player_h_hires)
                player_pos_y_hires <= (1<<14) - player_h_hires - 1;
            player_pos_x <= player_pos_x_hires >> SCALE_FACTOR_BITS;
            player_pos_y <= player_pos_y_hires >> SCALE_FACTOR_BITS;
        end
    end
endmodule
==> run.sh <==
#!/bin/bash
# OpenROAD 26Q1-2900-gdf79404cd8, Yosys 0.63+post, stock flow scripts
make -C /OpenROAD-flow-scripts/flow DESIGN_CONFIG=/design/flow/config.mk WORK_HOME=/design/flow/orfs finish
==> config.mk <==
export PLATFORM = sky130hd
export DESIGN_NAME = player_position_controller
export DESIGN_NICKNAME = player_position_controller
export VERILOG_FILES = /design/flow/design.v
export SDC_FILE = /design/flow/constraint.sdc
export NUM_CORES = 4
export LEC_CHECK = 1
export CORE_UTILIZATION = 50
==> constraint.sdc <==
current_design player_position_controller

set clk_period 5.9
set clk_io_pct 0.2

create_clock -name clk0 -period $clk_period [get_ports {clk_player_control}]

set non_clock_inputs [all_inputs -no_clocks]
set_input_delay [expr $clk_period * $clk_io_pct] -clock clk0 $non_clock_inputs
set_output_delay [expr $clk_period * $clk_io_pct] -clock clk0 [all_outputs]
==> impl_metrics.ini <==
; flow metrics
[worst_setup_path]
r2r_slack_ns = 0.77
crit_required_ns = 6.17
cp_max_fo = 9
crit_buf_inv = 3
start_kind = primary input
crit_arrival_ns = 5.65
worstSetupPathType = in -> reg
max_stage_delay_ns = 0.65
cp_top_family = simple AND/OR/NAND/NOR gates
cpMaxStageDelayCell = clkdlybuf4s50_1
worstPathCellList = clkdlybuf4s50_1 > ha_1 > xor2_1 > inv_1 > or3_1 > or3_1 > nor3_1 > inv_1 > o21ai_0 > ha_1 > a21oi_1 > nand2_1 > nor3_1 > a21o_1 > nor2_1 > o311ai_0 > a31oi_1 > a221oi_2
end_kind = flip-flop

[final_timing]
drv_slew = 0
rsz0062_at_grt = no
finalCritPeriodShare_pct = 91.1
setup_slack_ns = 0.527
relSlewSlack_pct = 37.5
fin_worst_skew_ns = 0.0112
whs_ns = 0.454
period_needed_ns = 5.37
max_freq_mhz = 186
report.final.setup_viol = 0
setup_tns_ns = 0
finalHoldViolCount = 0
worstMarginPinSlew_ns = 0.935

[routing]
ant_nets = 0
drt_first_pass_iters = 6
antennaDiodeCount = 0
drt_iter0_drc = 806
route.detailed.drc = 0
post_drt_wl_per_cell_um = 20.1
vias = 10865
vias_per_cell = 6.19
wl_mm = 35.3

[cells_and_area]
areaGrowthSynthToFinish_pct = 11.5
final_design_area_no_fill_sq_um = 11900
fin_cells = 1756
final_util_pct = 56.8
fillCellCount = 2017
drive_gt1_share_pct = 5.27
layout_top_cell = ha_1
final_cell_mix = ha_1 (165), nand2_1 (118), nor2_1 (117)

[floorplan]
fp_util_pct = 50.9
die_h_um = 148
die-width_um = 148
fp.coreArea_sq_um = 21000
die_area_sq_um = 22000
std_cell_rows = 53
top_level_ports = 100

[yosys]
syn_area_sq_um = 10700
synthArstFlopShare_pct = 0
largest_area_cell = ha_1
edf_count = 0
syn_area_per_cell_sq_um = 7.53
yosys-top-cells-area = ha_1 (19%), dfxtp_1 (15%), xnor2_1 (6.1%), a21oi_1 (4.7%), nand2_1 (4.1%)
ys_cells = 1421
yosysChipArea_sq_um = 10700
ys_seq_share_pct = 14.8
ys.flop_type = dfxtp_1
ys.flops = 79
synthCells = 1421
yosysWarnings = 1
top_cell_area_share_pct = 19.3
ys_types = 95

[placed_design]
port-buffer-count = 79
dpl.cell_count = 1740
routabilityCongestion = 0.986
dp_slack_ns = 0.224
dp_hpwl_mm = 27.8
place_area_sq_um = 11700

[grt]
grt_antenna_before_repair = 0
grt_pass1_vias = 9944
grt_pass1_wl_mm = 55.3
gr-usage-all-layers_pct = 33.1
grt-ovfl-total = 0
grt_max_degree = 56

[flow_run]
warning_count = 38
drv_cap = 0

[clock_network]
cts_setup_buffers = 0
clkTransAtPathRegs_ns = 0.07
numCtsBuffers = 9
cts-root-buf = clkbuf_16
holdBufCountCts = 0
insertion_delay_ns = 0.36
ctsResizeCount = 0
cts_sinks = 79
clockBufferDepth = 2
cts_tree = yes
h-tree-depth = 3

[pwr]
power_frac_clock_pct = 10.0
pwr_density_cell_nw_per_um2 = 442
pwr-share-comb_pct = 74.0
p_seq_share_pct = 16.0
sw_frac_of_total_pct = 53.8
p_total_mw = 5.27
p_switching_mw = 2.83
vdd_drop_max_mv = 0.231
leakage_nw = 5.08
cell_internal_pwr_mw = 2.44

[hold_path]
hold_path.class = reg -> reg

[status]
outcome = finished, final reports clean
## state kept, by name, indices dropped and copies added, names as in the netlist
name	flops
player_pos_x	10
is_hold_switch_up	1
player_pos_y	10
player_pos_x_hires	14
active_gravity	1
on_ground	1
player_pos_y_hires	14
jump_height_hires	14
falling_speed	14
## worst min-delay path, cell delays in order (launching register included)
cell	delay, ns
dfxtp_1	0.31
nand2_1	0.05
a21oi_1	0.05
## power groups by stage
stage	sequential (mW)	clock, mW	combinational, mW
CTS	0.830	0.535	3.81
finish	0.841	0.528	3.90
global route	0.851	0.561	4.30
## final timing paths
check / startpoint / endpoint / cells after the start
worst max-delay path: game_display_y1[1] / player_pos_y_hires[4]$_SDFFE_PP0P_ / 18
worst min-delay path: jump_height_hires[10]$_SDFFE_PP0P_ / jump_height_hires[10]$_SDFFE_PP0P_ / 2
worst max register to register: falling_speed[4]$_SDFFE_PP0P_ / player_pos_y_hires[4]$_SDFFE_PP0P_ / 19
worst min register to register: jump_height_hires[10]$_SDFFE_PP0P_ / jump_height_hires[10]$_SDFFE_PP0P_ / 2
## area by class of cell
type / count / area (sq um) / area share, %
multi-input combinational: 1187 / 8410 / 70.5
sequential: 79 / 1580 / 13.3
timing repair buffer: 104 / 973 / 8.16
inverter: 95 / 357 / 2.99
tap: 275 / 344 / 2.88
clock buffer: 11 / 233 / 1.95
clock inverter: 5 / 35.0 / 0.294
## synth_stat cells, types with 6 or more instances
library cell and n:
ha_1 165, nand2_1 118, nor2_1 117, a21oi_1 100, inv_1 94, dfxtp_1 79, xnor2_1 75, o21ai_0 65
nand3_1 63, xor2_1 44, clkbuf_1 39, nor3_1 33, a211oi_1 29, a21o_1 24, buf_4 23, nand4_1 21
nor4_1 21, nor2b_1 20, a31oi_1 19, o21a_1 19, o211ai_1 16, nand2b_1 15, or3_1 13, mux2i_1 11
or2_2 11, a221oi_1 9, a211o_1 8, o2111ai_1 8, and2_1 7, buf_2 7, nor3b_1 7, o31ai_1 7
a32oi_1 6, and3_1 6, nand4b_1 6, o311ai_0 6
## routing by layer
metal / vias up / GRT usage [%] / wire length (um)
met3: 38 / 8.70 / 3570
met4: 0 / 4.07 / 459
met2: 458 / 46.5 / 14200
li1: 5280 / - / -
met5: - / 0 / 0
met1: 5089 / 52.0 / 17100
## logic make-up after synthesis
kind of cell,synth area share (%)
other,0.0702
and+or+nand+nor,22.2
DFF,14.8
xor gates and xnor gates,9.74
AOI/OAI and AO/OA,25.3
buffers and inverters,7.24
muxes,1.13
adders and majority gates,19.5
Power figures rest on the tool's default switching activity, not on a simulated workload.
